**flow/config.mk**
```make
export PLATFORM = sky130hd
export DESIGN_NAME = payload_encoder
export DESIGN_NICKNAME = payload_encoder
export VERILOG_FILES = /design/flow/design.v
export SDC_FILE = /design/flow/constraint.sdc
export NUM_CORES = 4
export LEC_CHECK = 1
export CORE_UTILIZATION = 30
```
**flow/constraint.sdc**
```tcl
current_design payload_encoder

set clk_period 19.7
set clk_io_pct 0.2

create_clock -name clk0 -period $clk_period [get_ports {clk_in}]

set non_clock_inputs [all_inputs -no_clocks]
set_input_delay [expr $clk_period * $clk_io_pct] -clock clk0 $non_clock_inputs
set_output_delay [expr $clk_period * $clk_io_pct] -clock clk0 [all_outputs]
```
**flow/design.v**
```verilog
module payload_encoder(
    input             clk_in,
    input             rst_in,
    input      [63:0] s_axis_tdata,
    input       [7:0] s_axis_tkeep,
    input       [7:0] s_axis_tuser,
    input       [7:0] s_axis_tdest,
    input             s_axis_tlast,
    input             s_axis_tvalid,
    output            s_axis_tready,
    input             inject_pause_in,
    input             pause_in,
    output reg [63:0] payload_out,
    output reg  [1:0] header_out
);
    localparam T_S1    = 8'h1e;
    localparam T_S2    = 8'h2d;
    localparam T_S3    = 8'h33;
    localparam T_S4    = 8'h4b;
    localparam T_S5    = 8'h55;
    localparam T_T0    = 8'h66;
    localparam T_T1    = 8'h78;
    localparam T_T2    = 8'h87;
    localparam T_T3    = 8'h99;
    localparam T_T4    = 8'haa;
    localparam T_T5    = 8'hb4;
    localparam T_T6    = 8'hcc;
    localparam T_T7    = 8'hd2;
    localparam T_IDLE  = 8'h00;
    localparam T_ERROR = 8'he1;
    localparam T_PAUSE = 8'hff;
    localparam H_DATA  = 2'b01;
    localparam H_CTRL  = 2'b10;
    wire [63:0] PAUSE   = {T_PAUSE,s_axis_tuser,{8{1'b0}},{32{1'b1}},{8{1'b0}}};
    wire [63:0] UNPAUSE = {T_PAUSE,s_axis_tuser,{8{1'b0}},{32{1'b0}},{8{1'b0}}};
    wire [63:0] IDLE    = {T_IDLE,{56{1'b0}}};
    wire       load_buf;
    wire       load_from_buf;
    reg [63:0] s_axis_tdata_reg;
    reg  [7:0] s_axis_tkeep_reg;
    reg  [7:0] s_axis_tuser_reg;
    reg  [7:0] s_axis_tdest_reg;
    reg        s_axis_tlast_reg;
    reg        s_axis_tvalid_reg;
    reg        s_axis_tready_reg;
    reg [63:0] s_axis_tdata_buf;
    reg  [7:0] s_axis_tkeep_buf;
    reg  [7:0] s_axis_tuser_buf;
    reg  [7:0] s_axis_tdest_buf;
    reg        s_axis_tlast_buf;
    reg        s_axis_tvalid_buf;
    reg        s_axis_tready_int;
    reg        inject_pause_reg;
    reg        pause_reg;
    wire       inject_pause;
    wire       inject_unpause;
    reg [23:0] tdata_temp;
    reg  [2:0] tkeep_temp;
    localparam START       = 3'b001;
    localparam SEND_MIDDLE = 3'b010;
    localparam SEND_LAST   = 3'b100;
    reg  [2:0] state;
    reg  [2:0] next_state;
    function [63:0] start_payload;
        input  [7:0] tkeep;
        input  [7:0] tuser;
        input  [7:0] tdest;
        input [63:0] tdata;
            case(tkeep)
                8'h80: start_payload = {T_S1,tuser,tdest,tdata[63:56],{32{1'b0}}};
                8'hc0: start_payload = {T_S2,tuser,tdest,tdata[63:48],{24{1'b0}}};
                8'he0: start_payload = {T_S3,tuser,tdest,tdata[63:40],{16{1'b0}}};
                8'hf0: start_payload = {T_S4,tuser,tdest,tdata[63:32],{8{1'b0}}};
                8'hf8: start_payload = {T_S5,tuser,tdest,tdata[63:24]};
                8'hfc: start_payload = {T_S5,tuser,tdest,tdata[63:24]};
                8'hfe: start_payload = {T_S5,tuser,tdest,tdata[63:24]};
                8'hff: start_payload = {T_S5,tuser,tdest,tdata[63:24]};
                default: start_payload = {T_ERROR,{56{1'b0}}};
            endcase
    endfunction
    function [63:0] end_payload;
        input  [7:0] tkeep;
        input [63:0] tdata;
            case(tkeep)
                8'h00: end_payload = {T_T0,{56{1'b0}}};
                8'h80: end_payload = {T_T1,tdata[63:56],{48{1'b0}}};
                8'hc0: end_payload = {T_T2,tdata[63:48],{40{1'b0}}};
                8'he0: end_payload = {T_T3,tdata[63:40],{32{1'b0}}};
                8'hf0: end_payload = {T_T4,tdata[63:32],{24{1'b0}}};
                8'hf8: end_payload = {T_T5,tdata[63:24],{16{1'b0}}};
                8'hfc: end_payload = {T_T6,tdata[63:16],{8{1'b0}}};
                8'hfe: end_payload = {T_T7,tdata[63:8]};
                default: end_payload = {T_ERROR,{56{1'b0}}};
            endcase
    endfunction
    assign s_axis_tready  = s_axis_tready_reg;
    assign inject_pause   = !inject_pause_reg && inject_pause_in;
    assign inject_unpause = inject_pause_reg && !inject_pause_in;
    assign load_buf       = s_axis_tready_reg && !s_axis_tready_int;
    assign load_from_buf  = !s_axis_tready_reg && s_axis_tready_int;
    always @(*) begin
        s_axis_tready_int = 1'b1;
        header_out        = H_CTRL;
        payload_out       = IDLE;
        next_state        = state;
        if(inject_pause || inject_unpause) begin
            s_axis_tready_int = 1'b0;
            header_out        = H_CTRL;
            payload_out       = inject_pause_in ? PAUSE : UNPAUSE;
        end
        else if(pause_in) begin
            s_axis_tready_int = 1'b0;
            header_out        = H_CTRL;
            payload_out       = IDLE;
        end
        else begin
            case(state)
                START: begin
                    if(s_axis_tvalid_reg) begin
                        header_out  = H_CTRL;
                        payload_out = start_payload(s_axis_tkeep_reg,s_axis_tuser_reg,s_axis_tdest_reg,s_axis_tdata_reg);
                        next_state  = s_axis_tkeep_reg[3] ? (s_axis_tlast_reg ? SEND_LAST : SEND_MIDDLE) : START;
                    end
                    else begin
                        header_out  = H_CTRL;
                        payload_out = IDLE;
                        next_state  = START;
                    end
                end
                SEND_MIDDLE: begin
                    if(s_axis_tvalid_reg) begin
                        if(s_axis_tlast_reg) begin
                            if(s_axis_tkeep_reg[3]) begin
                                header_out  = H_DATA;
                                payload_out = {tdata_temp,s_axis_tdata_reg[63:24]};
                                next_state  = SEND_LAST;
                            end
                            else begin
                                header_out  = H_CTRL;
                                payload_out = end_payload({tkeep_temp,s_axis_tkeep_reg[7:3]},{tdata_temp,s_axis_tdata_reg[63:24]});
                                next_state  = s_axis_tkeep_reg[4] ? SEND_LAST : START;
                            end
                        end
                        else begin
                            header_out  = H_DATA;
                            payload_out = {tdata_temp,s_axis_tdata_reg[63:24]};
                            next_state  = SEND_MIDDLE;
                        end
                    end
                    else begin
                        header_out  = H_CTRL;
                        payload_out = IDLE;
                        next_state  = SEND_MIDDLE;
                    end
                end
                SEND_LAST: begin
                    s_axis_tready_int = 1'b0;
                    header_out        = H_CTRL;
                    payload_out       = end_payload({tkeep_temp,{5{1'b0}}},{tdata_temp,{40{1'b0}}});
                    next_state        = START;
                end
            endcase
        end
    end
    always @(posedge clk_in) begin
        if(load_from_buf)begin
            s_axis_tdata_reg  <= s_axis_tdata_buf;
            s_axis_tkeep_reg  <= s_axis_tkeep_buf;
            s_axis_tuser_reg  <= s_axis_tuser_buf;
            s_axis_tdest_reg  <= s_axis_tdest_buf;
            s_axis_tlast_reg  <= s_axis_tlast_buf;
            s_axis_tvalid_reg <= s_axis_tvalid_buf;
        end
        else if(!s_axis_tready_int) begin
            s_axis_tdata_reg  <= s_axis_tdata_reg;
            s_axis_tkeep_reg  <= s_axis_tkeep_reg;
            s_axis_tuser_reg  <= s_axis_tuser_reg;
            s_axis_tdest_reg  <= s_axis_tdest_reg;
            s_axis_tlast_reg  <= s_axis_tlast_reg;
            s_axis_tvalid_reg <= s_axis_tvalid_reg;
        end
        else begin
            s_axis_tdata_reg  <= s_axis_tdata;
            s_axis_tkeep_reg  <= s_axis_tkeep;
            s_axis_tuser_reg  <= s_axis_tuser;
            s_axis_tdest_reg  <= s_axis_tdest;
            s_axis_tlast_reg  <= s_axis_tlast;
            s_axis_tvalid_reg <= s_axis_tvalid;
        end
        s_axis_tready_reg <= s_axis_tready_int;
    end
    always @(posedge clk_in) begin
        if(rst_in) begin
            s_axis_tdata_buf  <= {64{1'b0}};
            s_axis_tkeep_buf  <= {8{1'b0}};
            s_axis_tuser_buf  <= {8{1'b0}};
            s_axis_tdest_buf  <= {8{1'b0}};
            s_axis_tlast_buf  <= {8{1'b0}};
            s_axis_tvalid_buf <= 1'b0;
        end
        else if(load_buf)begin
            s_axis_tdata_buf  <= s_axis_tdata;
            s_axis_tkeep_buf  <= s_axis_tkeep;
            s_axis_tuser_buf  <= s_axis_tuser;
            s_axis_tdest_buf  <= s_axis_tdest;
            s_axis_tlast_buf  <= s_axis_tlast;
            s_axis_tvalid_buf <= s_axis_tvalid;
        end
    end
    always @(posedge clk_in) begin
        if(rst_in) begin
            inject_pause_reg <= 1'b0;
            pause_reg        <= 1'b0;
        end
        else begin
            inject_pause_reg <= inject_pause_in;
            pause_reg        <= pause_in;
        end
    end
    always @(posedge clk_in) begin
        if(rst_in) begin
            tdata_temp <= {24{1'b0}};
            tkeep_temp <= {3{1'b0}};
        end
        else if(s_axis_tvalid_reg) begin
            tdata_temp <= s_axis_tdata_reg[23:0];
            tkeep_temp <= s_axis_tkeep_reg[2:0];
        end
    end
    always @(posedge clk_in) begin
        if(rst_in) state <= START;
        else    state <= next_state;
    end
endmodule
```
**flow/run.sh**
```bash
#!/bin/bash
# OpenROAD 26Q1-2900-gdf79404cd8, Yosys 0.63+post, stock flow scripts
make -C /OpenROAD-flow-scripts/flow DESIGN_CONFIG=/design/flow/config.mk WORK_HOME=/design/flow/orfs finish
```
==> run summary <==
Notes from the flow run.

Run status:
- The flow ran to the end, and the final reports show no timing, DRC or antenna violations.

Clock tree:
- The run gives the number of buffers inserted for hold repair after clock tree synthesis as 0.
- The run gives the post-CTS clock slew at the launch and capture registers of the worst setup and hold paths as 0.06 ns.
- The run puts the post-CTS repair timing setup buffer count at 0.
- TritonCTS built the clock tree.
- The run puts the number of buffers created by CTS at 25.
- The run gives the H-tree level count as 1.
- The clock net in this run drives a total of 212 sinks.
- Clock tree synthesis selected as its root buffer the cell sky130_fd_sc_hd__clkbuf_16.
- The run puts the clock latency reported for the late side of the worst-skew pair at ~0.52 ns.
- The longest clock path from root to sink contains 3 buffers.
- The run puts the number of gates resized after cts at 0.

Final timing:
- The worst path needs ~11 ns of the cycle, external delays included.
- Once routing completed, OpenROAD measured the worst setup slack at around 8.5 ns.
- The run gives the max-slew violation count as 0.
- Setup repair after global routing left no endpoint under its margin.
- The run puts the final setup violation count at 0.
- The run puts the final number of hold-violating endpoints at 0.
- The run puts the share of the clock period used by the worst path after layout at a little under three fifths.
- The run gives the normalized max-slew margin as between 30% and 40%.
- The run gives the peak clock frequency supported by timing as 89.5 MHz.
- The run gives the sum of negative setup slack as 0 ns.
- On the final layout, the worst clock skew is between 0.009 and 0.01 ns.
- The transition time recorded at the tightest slew-check pin is 0.938 ns.

Drt:
- The run gives the remaining design rule violation count as 0.
- The run puts the number of iterations in the first detailed-routing pass at 5.
- Once iteration 0 of detailed routing completed, the report listed around 480 DRC markers.
- The run gives the per-cell routed wire length as 19.8 um.
- Per the post-route antenna check, the number of violating nets is 0.
- In the detailed route, the total length drawn on met2 is 13600 um.
- The run puts the detailed-routed wire length on met3 at ~2200 um.
- In this run the top signal layer used is met5.
- The run puts the post-route met1 wirelength at 12900 um.
- The run puts the average vias per placed instance at 5.14.
- For this block, the routed nets add up to 29700 um of wire.
- The run gives the number of vias after detailed routing as ~7700.

Critical path:
- For the worst setup path, the data required time is between 15 and 20 ns.
- The run gives the nature of the critical path endpoint as a primary output.
- For reference, the critical path is launched at inject_pause_in.
- The run gives the critical path data arrival time as a little over 7 ns.
- The run puts the path depth of the worst reg2reg path at 6.
- Of all nets on the critical path, the largest fanout is 15.
- The run gives the category of the critical setup timing path as in -> out.
- In this run the critical register-to-register path is launched from inject_pause_reg.
- The worst setup path is launched from a primary input.

GRT:
- The run gives the maximum number of pins on one net before global-route repair as 67.
- Global routing finished with a remaining overflow of 0.
- The first global-routing pass estimated between 40000 and 50000 um of wire.
- The run gives the via count of the first global-routing pass as ~7600.
- The run gives the number of antenna violations at the first check in global routing as 3.
- Summed over all routing layers, the global router reports a total usage of between 10% and 20%.

Floorplan:
- The run puts the vertical die dimension at about 180 um.
- The run gives the die outline width as 182 um.
- The run gives the core utilization at floorplan as between 30% and 40%.
- The run gives the number of cell rows as roughly 65.
- The run gives the count of pins on the block boundary as around 160.
- The run gives the die outline area as approximately 33000 um2.
- The run puts the core outline area at between 30000 and 40000 um2.

Synth:
- The run puts the number of distinct library cell variants in the gate-level netlist after synthesis at between 60 and 70.
- The run puts the mean instance size in the synthesized netlist at a little over 10 um2.
- For reference, the top cells by area after synthesis are sky130_fd_sc_hd__edfxtp_1, sky130_fd_sc_hd__dfxtp_1, sky130_fd_sc_hd__mux2_2.
- The run puts the post-synthesis async set-or-reset flop share at 0%.
- The largest total area in the synthesized netlist belongs to sky130_fd_sc_hd__edfxtp_1.
- The run gives the register bit count reported by yosys as about 210.
- Warnings reported by Yosys during synthesis add up to 1.
- The run gives the area figure in the yosys stat output as between 9000 and 10000 um2.
- In the synthesized netlist the dominant register cell turns out to be sky130_fd_sc_hd__dfxtp_1.
- The run puts the yosys stat cell total at about 940.
- The run gives the gate count after technology mapping as ~940.
- In this run the cell area of the synthesized design comes to between 9000 and 10000 um2.
- The run puts the sequential cell area fraction in the yosys report at 52.8%.
- After synthesis, the largest area contributor takes up ~28% of total cell area.
- The run puts the number of enable-type register cells in the synthesized netlist at approximately 90.

Job:
- In this run the maximum-capacitance check reported violations numbering 0.
- The run puts the tally of OpenROAD warnings at 25.

Power and ir drop:
- The script computed a power per unit cell area of approximately 87 nW/um2.
- The run gives the total internal power as 0.818 mW.
- The run gives the switching share of power as approximately a quarter.
- The run gives the maximum ir drop on the vdd rail as 0.0000611 V.
- The run gives the logic gate share of total power as ~13%.
- Per report_power, the sequential group accounts for between 40% and 50% of the total.
- The clock network is responsible for between 40% and 50% of the overall power.
- The run gives the static power due to leakage as between 4 and 5 nW.
- The run puts the switching power of the nets at around 0.27 mW.

Worst hold path:
- The startpoint identified for the worst hold timing path is s_axis_tdata_buf[18].
- Along the worst hold path, the cell count comes to 2.
- The min-delay analysis places its worst path in the category reg -> reg.

Placement:
- Once detailed placement completed, the half-perimeter wirelength came to 20400 um.
- The run gives the placer congestion estimate as just over 0.9.
- The run puts the pre-CTS setup slack at around 8.6 ns.
- The buffer_ports step reported a buffer count of around 160.

Final layout:
- In the final layout, the share of cells above drive strength 1 is 14.7%.
- The run gives the tally of filler cells in the layout as ~3000.
- The top cell types in the final layout, fill and taps aside, are sky130_fd_sc_hd__nand2_1, sky130_fd_sc_hd__clkdlybuf4s50_1, sky130_fd_sc_hd__dfxtp_1, sky130_fd_sc_hd__a21oi_1, sky130_fd_sc_hd__edfxtp_1.
- Relative to the synthesized area, the layout overhead comes to 28.1%.
- Among logic cells in the layout, the one with the most instances is sky130_fd_sc_hd__nand2_1.
## kinds of logic after synthesis
kind of cell           Yosys count  synth area share (%)
buffers and inverters           73                  3.17
flip-flops                     212                  52.8
AND-OR/OR-AND                  215                  15.8
multiplexers                   117                  13.2
AND/OR/NAND/NOR                324                  14.8
XOR/XNOR                         2                 0.257
## stage by stage
| stage | area, um2 | cells | hold WS (ns) | power (mW) | util (%) |
|---|---|---|---|---|---|
| finish | 12500 | 1498 | 0.451 | 1.08 | 39.3 |
| global route | 12500 | 1497 | 0.470 | 1.13 | 39.3 |
| CTS | 12500 | 1496 | 0.452 | 1.10 | 39.3 |
| detailed placement | 11700 | 1451 | 0.444 | 0.658 | 36.8 |
| global placement | 11700 | 1451 | 0.438 | 0.657 | 36.8 |
| floorplan | 9740 | 943 | 0.433 | 0.590 | - |
## worst max-delay path, cell delays in order
cell and delay, ns:
sky130_fd_sc_hd__clkdlybuf4s50_1 0.50, sky130_fd_sc_hd__xor2_1 0.18, sky130_fd_sc_hd__buf_4 0.21, sky130_fd_sc_hd__nor2_1 0.52, sky130_fd_sc_hd__nand2_1 0.58, sky130_fd_sc_hd__nor2_1 0.57
sky130_fd_sc_hd__a221o_1 0.26, sky130_fd_sc_hd__clkdlybuf4s50_1 0.46
## Yosys cell counts, types with 2 or more instances
master,instances
sky130_fd_sc_hd__nand2_1,197
sky130_fd_sc_hd__or3_1,4
sky130_fd_sc_hd__dfxtp_1,122
sky130_fd_sc_hd__o2bb2ai_1,8
sky130_fd_sc_hd__a31oi_1,5
sky130_fd_sc_hd__a21o_1,2
sky130_fd_sc_hd__a221o_1,40
sky130_fd_sc_hd__or2_2,4
sky130_fd_sc_hd__mux2_2,82
sky130_fd_sc_hd__o22ai_1,3
sky130_fd_sc_hd__nand2b_1,5
sky130_fd_sc_hd__nor2b_1,8
sky130_fd_sc_hd__a211o_1,3
sky130_fd_sc_hd__nor3_1,9
sky130_fd_sc_hd__a211oi_2,2
sky130_fd_sc_hd__nand4_1,3
sky130_fd_sc_hd__a21oi_2,2
sky130_fd_sc_hd__clkbuf_1,43
sky130_fd_sc_hd__a21oi_4,2
sky130_fd_sc_hd__o221ai_1,4
sky130_fd_sc_hd__edfxtp_1,90
sky130_fd_sc_hd__mux2i_1,27
sky130_fd_sc_hd__o211ai_1,3
sky130_fd_sc_hd__nor4_2,2
sky130_fd_sc_hd__o21ai_1,2
sky130_fd_sc_hd__nand3_1,3
sky130_fd_sc_hd__and3_1,8
sky130_fd_sc_hd__o21ai_0,8
sky130_fd_sc_hd__and2_1,3
sky130_fd_sc_hd__nor3b_1,2
sky130_fd_sc_hd__a211oi_1,2
sky130_fd_sc_hd__a22o_1,8
sky130_fd_sc_hd__inv_1,4
sky130_fd_sc_hd__mux2_1,8
sky130_fd_sc_hd__a21oi_1,100
sky130_fd_sc_hd__buf_2,22
sky130_fd_sc_hd__nor2_1,63
sky130_fd_sc_hd__buf_1,2
sky130_fd_sc_hd__a22oi_1,10
## power groups by stage
stage / Combinational (mW) / Sequential [mW] / Clock [mW]
after CTS: 0.139 / 0.511 / 0.449
after global routing: 0.149 / 0.514 / 0.468
final: 0.136 / 0.511 / 0.437
## area by class of cell
type	count	area (um2)	share of cell area, %
multi-input cells	658	4320	34.6
inverters	5	18.8	0.150
diodes	2	5.00	0.0401
repair buffers	174	1700	13.7
clock inverters	8	78.8	0.632
well taps	402	503	4.03
flip-flops and latches	212	5140	41.3
clock buffers	37	701	5.62
## final timing paths
path	to	slack [ns]
hold / removal	s_axis_tdata_buf[18]	0.45
hold reg to reg	s_axis_tdata_buf[18]	0.45
setup reg to reg	s_axis_tdata_reg[9]	16.53
setup / recovery	payload_out[12]	8.52
## layer usage
layer | GRT usage [%] | vias to the layer above
met5 | 0 | -
met1 | 27.2 | 3685
met4 | 5.21 | 2
met3 | 5.01 | 52
met2 | 28.4 | 244
li1 | - | 3719
Power is estimated from default activity; no workload was simulated.
