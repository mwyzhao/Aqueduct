**./config.mk**
```make
export PLATFORM = sky130hd
export DESIGN_NAME = payload_decoder
export DESIGN_NICKNAME = payload_decoder
export VERILOG_FILES = /design/flow/design.v
export SDC_FILE = /design/flow/constraint.sdc
export NUM_CORES = 4
export LEC_CHECK = 1
export CORE_UTILIZATION = 30
```
**./run.sh**
```bash
#!/bin/bash
# OpenROAD 26Q1-2900-gdf79404cd8, Yosys 0.63+post, stock flow scripts
make -C /OpenROAD-flow-scripts/flow DESIGN_CONFIG=/design/flow/config.mk WORK_HOME=/design/flow/orfs finish
```
**./design.v**
```verilog
module payload_decoder(
    input             clk_in,
    input             rst_in,
    input      [63:0] payload_in,
    input       [1:0] header_in,
    input             valid_in,
    output     [63:0] m_axis_tdata,
    output      [7:0] m_axis_tkeep,
    output      [7:0] m_axis_tuser,
    output      [7:0] m_axis_tdest,
    output            m_axis_tlast,
    output            m_axis_tvalid,
    output            m_error,
    output            pause_out,
    output            unpause_out,
    output      [7:0] pause_src_out
);
    reg [63:0] payload_reg;
    reg  [1:0] header_reg;
    reg        valid_reg;
    reg [63:0] m_axis_tdata_reg;
    reg  [7:0] m_axis_tkeep_reg;
    reg  [7:0] m_axis_tuser_reg;
    reg  [7:0] m_axis_tdest_reg;
    reg        m_axis_tlast_reg;
    reg        m_axis_tvalid_reg;
    reg        m_error_reg;
    reg        pause_reg;
    reg        unpause_reg;
    reg        pause_src_reg;
    reg [63:0] m_axis_tdata_int;
    reg  [7:0] m_axis_tkeep_int;
    reg  [7:0] m_axis_tuser_int;
    reg  [7:0] m_axis_tdest_int;
    reg        m_axis_tlast_int;
    reg        m_axis_tvalid_int;
    reg        m_error_int;
    reg        pause_int;
    reg        unpause_int;
    reg        pause_src_int;
    reg        load_buf;
    localparam T_S1    = 8'h1e;
    localparam T_S2    = 8'h2d;
    localparam T_S3    = 8'h33;
    localparam T_S4    = 8'h4b;
    localparam T_S5    = 8'h55;
    localparam T_T0    = 8'h66;
    localparam T_T1    = 8'h78;
    localparam T_T2    = 8'h87;
    localparam T_T3    = 8'h99;
    localparam T_T4    = 8'haa;
    localparam T_T5    = 8'hb4;
    localparam T_T6    = 8'hcc;
    localparam T_T7    = 8'hd2;
    localparam T_IDLE  = 8'h00;
    localparam T_ERROR = 8'he1;
    localparam T_PAUSE = 8'hff;
    localparam H_DATA  = 2'b01;
    localparam H_CTRL  = 2'b10;
    localparam START       = 4'b0001;
    localparam SEND_MIDDLE = 4'b0010;
    localparam SEND_LAST   = 4'b0100;
    localparam END         = 4'b1000;
    reg  [3:0] state;
    reg  [3:0] next_state;
    assign m_axis_tdata  = m_axis_tdata_reg;
    assign m_axis_tkeep  = m_axis_tkeep_reg;
    assign m_axis_tuser  = m_axis_tuser_reg;
    assign m_axis_tdest  = m_axis_tdest_reg;
    assign m_axis_tlast  = m_axis_tlast_reg;
    assign m_axis_tvalid = m_axis_tvalid_reg;
    assign m_error       = m_error_reg;
    assign pause_out     = pause_reg;
    assign unpause_out   = unpause_reg;
    assign pause_src_out = pause_src_reg;
    always @(*) begin
        load_buf          = 1'b1;
        m_axis_tdata_int  = {64{1'b0}};
        m_axis_tkeep_int  = {8{1'b0}};
        m_axis_tuser_int  = m_axis_tuser_reg;
        m_axis_tdest_int  = m_axis_tdest_reg;
        m_axis_tlast_int  = 1'b0;
        m_axis_tvalid_int = 1'b0;
        m_error_int       = 1'b0;
        pause_int         = 1'b0;
        unpause_int       = 1'b0;
        pause_src_int     = {8{1'b0}};
        next_state        = state;
        if(valid_reg) begin
            if(header_reg == H_CTRL && (payload_reg[63:56] == T_PAUSE || payload_reg[63:56] == T_IDLE)) begin
                case(payload_reg[63:56])
                    T_PAUSE: begin
                        pause_int     = &payload_reg[39:8];
                        unpause_int   = !(&payload_reg[39:8]);
                        pause_src_int = payload_reg[55:48];
                    end
                    T_IDLE: begin
                        ;  
                    end
                endcase
            end
            else begin
                case(state)
                    START: begin
                        case({header_reg,payload_reg[63:56]})
                            {H_CTRL,T_ERROR}: begin
                                m_error_int       = 1'b1;
                                next_state        = START;
                            end
                            {H_CTRL,T_S1}: begin
                                m_axis_tdata_int  = {payload_reg[39:32],{56{1'b0}}};
                                m_axis_tkeep_int  = 8'h80;
                                m_axis_tuser_int  = payload_reg[55:48];
                                m_axis_tdest_int  = payload_reg[47:40];
                                m_axis_tlast_int  = 1'b1;
                                m_axis_tvalid_int = 1'b1;
                                next_state        = START;
                            end
                            {H_CTRL,T_S2}: begin
                                m_axis_tdata_int  = {payload_reg[39:24],{48{1'b0}}};
                                m_axis_tkeep_int  = 8'hc0;
                                m_axis_tuser_int  = payload_reg[55:48];
                                m_axis_tdest_int  = payload_reg[47:40];
                                m_axis_tlast_int  = 1'b1;
                                m_axis_tvalid_int = 1'b1;
                                next_state        = START;
                            end
                            {H_CTRL,T_S3}: begin
                                m_axis_tdata_int  = {payload_reg[39:16],{40{1'b0}}};
                                m_axis_tkeep_int  = 8'he0;
                                m_axis_tuser_int  = payload_reg[55:48];
                                m_axis_tdest_int  = payload_reg[47:40];
                                m_axis_tlast_int  = 1'b1;
                                m_axis_tvalid_int = 1'b1;
                                next_state        = START;
                            end
                            {H_CTRL,T_S4}: begin
                                m_axis_tdata_int  = {payload_reg[39:8],{32{1'b0}}};
                                m_axis_tkeep_int  = 8'hf0;
                                m_axis_tuser_int  = payload_reg[55:48];
                                m_axis_tdest_int  = payload_reg[47:40];
                                m_axis_tlast_int  = 1'b1;
                                m_axis_tvalid_int = 1'b1;
                                next_state        = START;
                            end
                            {H_CTRL,T_S5}: begin
                                if(valid_in) begin
                                    if(header_in == H_DATA) begin
                                        m_axis_tdata_int  = {payload_reg[39:0],payload_in[63:40]};
                                        m_axis_tkeep_int  = 8'hff;
                                        m_axis_tuser_int  = payload_reg[55:48];
                                        m_axis_tdest_int  = payload_reg[47:40];
                                        m_axis_tlast_int  = 1'b0;
                                        m_axis_tvalid_int = 1'b1;
                                        next_state        = SEND_MIDDLE;
                                    end
                                    else begin
                                        case({header_in,payload_in[63:56]})
                                            {H_CTRL,T_ERROR}: begin
                                                m_error_int       = 1'b1;
                                                next_state        = START;
                                            end
                                            {H_CTRL,T_PAUSE}: begin
                                                load_buf          = 1'b0;
                                                pause_int         = &payload_in[39:8];
                                                unpause_int       = !(&payload_in[39:8]);
                                                pause_src_int     = payload_in[55:48];
                                                next_state        = START;
                                            end
                                            {H_CTRL,T_IDLE}: begin
                                                load_buf          = 1'b0;
                                                next_state        = START;
                                            end
                                            {H_CTRL,T_T0}: begin
                                                m_axis_tdata_int  = {payload_reg[39:0],{24{1'b0}}};
                                                m_axis_tkeep_int  = 8'hf8;
                                                m_axis_tuser_int  = payload_reg[55:48];
                                                m_axis_tdest_int  = payload_reg[47:40];
                                                m_axis_tlast_int  = 1'b1;
                                                m_axis_tvalid_int = 1'b1;
                                                next_state        = END;
                                            end
                                            {H_CTRL,T_T1}: begin
                                                m_axis_tdata_int  = {payload_reg[39:0],payload_in[55:48],{16{1'b0}}};
                                                m_axis_tkeep_int  = 8'hfc;
                                                m_axis_tuser_int  = payload_reg[55:48];
                                                m_axis_tdest_int  = payload_reg[47:40];
                                                m_axis_tlast_int  = 1'b1;
                                                m_axis_tvalid_int = 1'b1;
                                                next_state        = END;
                                            end
                                            {H_CTRL,T_T2}: begin
                                                m_axis_tdata_int  = {payload_reg[39:0],payload_in[55:40],{8{1'b0}}};
                                                m_axis_tkeep_int  = 8'hfe;
                                                m_axis_tuser_int  = payload_reg[55:48];
                                                m_axis_tdest_int  = payload_reg[47:40];
                                                m_axis_tlast_int  = 1'b1;
                                                m_axis_tvalid_int = 1'b1;
                                                next_state        = END;
                                            end
                                            {H_CTRL,T_T3}: begin
                                                m_axis_tdata_int  = {payload_reg[39:0],payload_in[55:32]};
                                                m_axis_tkeep_int  = 8'hff;
                                                m_axis_tuser_int  = payload_reg[55:48];
                                                m_axis_tdest_int  = payload_reg[47:40];
                                                m_axis_tlast_int  = 1'b1;
                                                m_axis_tvalid_int = 1'b1;
                                                next_state        = END;
                                            end
                                            {H_CTRL,T_T4}: begin
                                                m_axis_tdata_int  = {payload_reg[39:0],payload_in[55:32]};
                                                m_axis_tkeep_int  = 8'hff;
                                                m_axis_tuser_int  = payload_reg[55:48];
                                                m_axis_tdest_int  = payload_reg[47:40];
                                                m_axis_tlast_int  = 1'b0;
                                                m_axis_tvalid_int = 1'b1;
                                                next_state        = SEND_LAST;
                                            end
                                            {H_CTRL,T_T5}: begin
                                                m_axis_tdata_int  = {payload_reg[39:0],payload_in[55:32]};
                                                m_axis_tkeep_int  = 8'hff;
                                                m_axis_tuser_int  = payload_reg[55:48];
                                                m_axis_tdest_int  = payload_reg[47:40];
                                                m_axis_tlast_int  = 1'b0;
                                                m_axis_tvalid_int = 1'b1;
                                                next_state        = SEND_LAST;
                                            end
                                            {H_CTRL,T_T6}: begin
                                                m_axis_tdata_int  = {payload_reg[39:0],payload_in[55:32]};
                                                m_axis_tkeep_int  = 8'hff;
                                                m_axis_tuser_int  = payload_reg[55:48];
                                                m_axis_tdest_int  = payload_reg[47:40];
                                                m_axis_tlast_int  = 1'b0;
                                                m_axis_tvalid_int = 1'b1;
                                                next_state        = SEND_LAST;
                                            end
                                            {H_CTRL,T_T7}: begin
                                                m_axis_tdata_int  = {payload_reg[39:0],payload_in[55:32]};
                                                m_axis_tkeep_int  = 8'hff;
                                                m_axis_tuser_int  = payload_reg[55:48];
                                                m_axis_tdest_int  = payload_reg[47:40];
                                                m_axis_tlast_int  = 1'b0;
                                                m_axis_tvalid_int = 1'b1;
                                                next_state        = SEND_LAST;
                                            end
                                            default: begin
                                                m_error_int = 1'b1;
                                                next_state  = START;
                                            end
                                        endcase
                                    end
                                end
                                else begin
                                    load_buf   = 1'b0;
                                    next_state = START;
                                end
                            end
                            default: begin
                                m_error_int = 1'b1;
                                next_state  = START;
                            end
                        endcase
                    end
                    SEND_MIDDLE: begin
                        if(valid_in) begin
                            if(header_in == H_DATA) begin
                                m_axis_tdata_int  = {payload_reg[39:0],payload_in[63:40]};
                                m_axis_tkeep_int  = 8'hff;
                                m_axis_tuser_int  = payload_reg[55:48];
                                m_axis_tdest_int  = payload_reg[47:40];
                                m_axis_tlast_int  = 1'b0;
                                m_axis_tvalid_int = 1'b1;
                                next_state        = SEND_MIDDLE;
                            end
                            else begin
                                case({header_in,payload_in[63:56]})
                                    {H_CTRL,T_ERROR}: begin
                                        m_error_int       = 1'b1;
                                        next_state        = START;
                                    end
                                    {H_CTRL,T_PAUSE}: begin
                                        load_buf          = 1'b0;
                                        pause_int         = &payload_in[39:8];
                                        unpause_int       = !(&payload_in[39:8]);
                                        pause_src_int     = payload_in[55:48];
                                        next_state        = SEND_MIDDLE;
                                    end
                                    {H_CTRL,T_IDLE}: begin
                                        load_buf          = 1'b0;
                                        next_state        = SEND_MIDDLE;
                                    end
                                    {H_CTRL,T_T0}: begin
                                        m_axis_tdata_int  = {payload_reg[39:0],{24{1'b0}}};
                                        m_axis_tkeep_int  = 8'hf8;
                                        m_axis_tlast_int  = 1'b1;
                                        m_axis_tvalid_int = 1'b1;
                                        next_state        = END;
                                    end
                                    {H_CTRL,T_T1}: begin
                                        m_axis_tdata_int  = {payload_reg[39:0],payload_in[55:48],{16{1'b0}}};
                                        m_axis_tkeep_int  = 8'hfc;
                                        m_axis_tlast_int  = 1'b1;
                                        m_axis_tvalid_int = 1'b1;
                                        next_state        = END;
                                    end
                                    {H_CTRL,T_T2}: begin
                                        m_axis_tdata_int  = {payload_reg[39:0],payload_in[55:40],{8{1'b0}}};
                                        m_axis_tkeep_int  = 8'hfe;
                                        m_axis_tlast_int  = 1'b1;
                                        m_axis_tvalid_int = 1'b1;
                                        next_state        = END;
                                    end
                                    {H_CTRL,T_T3}: begin
                                        m_axis_tdata_int  = {payload_reg[39:0],payload_in[55:32]};
                                        m_axis_tkeep_int  = 8'hff;
                                        m_axis_tlast_int  = 1'b1;
                                        m_axis_tvalid_int = 1'b1;
                                        next_state        = END;
                                    end
                                    {H_CTRL,T_T4}: begin
                                        m_axis_tdata_int  = {payload_reg[39:0],payload_in[55:32]};
                                        m_axis_tkeep_int  = 8'hff;
                                        m_axis_tlast_int  = 1'b0;
                                        m_axis_tvalid_int = 1'b1;
                                        next_state        = SEND_LAST;
                                    end
                                    {H_CTRL,T_T5}: begin
                                        m_axis_tdata_int  = {payload_reg[39:0],payload_in[55:32]};
                                        m_axis_tkeep_int  = 8'hff;
                                        m_axis_tlast_int  = 1'b0;
                                        m_axis_tvalid_int = 1'b1;
                                        next_state        = SEND_LAST;
                                    end
                                    {H_CTRL,T_T6}: begin
                                        m_axis_tdata_int  = {payload_reg[39:0],payload_in[55:32]};
                                        m_axis_tkeep_int  = 8'hff;
                                        m_axis_tlast_int  = 1'b0;
                                        m_axis_tvalid_int = 1'b1;
                                        next_state        = SEND_LAST;
                                    end
                                    {H_CTRL,T_T7}: begin
                                        m_axis_tdata_int  = {payload_reg[39:0],payload_in[55:32]};
                                        m_axis_tkeep_int  = 8'hff;
                                        m_axis_tlast_int  = 1'b0;
                                        m_axis_tvalid_int = 1'b1;
                                        next_state        = SEND_LAST;
                                    end
                                    default: begin
                                        m_error_int = 1'b1;
                                        next_state  = START;
                                    end
                                endcase
                            end
                        end
                        else begin
                            load_buf   = 1'b0;
                            next_state = SEND_MIDDLE;
                        end
                    end
                    SEND_LAST: begin
                        case({header_reg,payload_reg[63:56]})
                            {H_CTRL,T_T4}: begin
                                m_axis_tdata_int  = {payload_reg[31:24],{56{1'b0}}};
                                m_axis_tkeep_int  = 8'h80;
                                m_axis_tlast_int  = 1'b1;
                                m_axis_tvalid_int = 1'b1;
                                next_state        = START;
                            end
                            {H_CTRL,T_T5}: begin
                                m_axis_tdata_int  = {payload_reg[31:16],{48{1'b0}}};
                                m_axis_tkeep_int  = 8'hc0;
                                m_axis_tlast_int  = 1'b1;
                                m_axis_tvalid_int = 1'b1;
                                next_state        = START;
                            end
                            {H_CTRL,T_T6}: begin
                                m_axis_tdata_int  = {payload_reg[31:8],{40{1'b0}}};
                                m_axis_tkeep_int  = 8'he0;
                                m_axis_tlast_int  = 1'b1;
                                m_axis_tvalid_int = 1'b1;
                                next_state        = START;
                            end
                            {H_CTRL,T_T7}: begin
                                if(valid_in) begin
                                    case({header_in,payload_in[63:56]})
                                        {H_CTRL,T_ERROR}: begin
                                            m_error_int       = 1'b1;
                                            next_state        = START;
                                        end
                                        {H_CTRL,T_PAUSE}: begin
                                            load_buf          = 1'b0;
                                            pause_int         = &payload_in[39:8];
                                            unpause_int       = !(&payload_in[39:8]);
                                            pause_src_int     = payload_in[55:48];
                                            next_state        = SEND_LAST;
                                        end
                                        {H_CTRL,T_IDLE}: begin
                                            load_buf          = 1'b0;
                                            next_state        = SEND_LAST;
                                        end
                                        {H_CTRL,T_T0}: begin
                                            m_axis_tdata_int  = {payload_reg[31:0],{32{1'b0}}};
                                            m_axis_tkeep_int  = 8'hf0;
                                            m_axis_tlast_int  = 1'b1;
                                            m_axis_tvalid_int = 1'b1;
                                            next_state        = END;
                                        end
                                        default: begin
                                            m_error_int = 1'b1;
                                            next_state  = START;
                                        end
                                    endcase
                                end
                                else begin
                                    load_buf   = 1'b0;
                                    next_state = SEND_LAST;
                                end
                            end
                            default: begin
                                m_error_int = 1'b1;
                                next_state  = START;
                            end
                        endcase
                    end
                    END: begin
                        m_axis_tvalid_int = 1'b0;
                        next_state        = START;
                    end
                endcase
            end
        end
    end
    always @(posedge clk_in) begin
        if(rst_in) begin
            m_axis_tdata_reg  <= {64{1'b0}};
            m_axis_tkeep_reg  <= {8{1'b0}};
            m_axis_tuser_reg  <= {8{1'b0}};
            m_axis_tdest_reg  <= {8{1'b0}};
            m_axis_tlast_reg  <= {8{1'b0}};
            m_axis_tvalid_reg <= 1'b0;
            m_error_reg       <= 1'b0;
        end
        else begin
            m_axis_tdata_reg  <= m_axis_tdata_int;
            m_axis_tkeep_reg  <= m_axis_tkeep_int;
            m_axis_tuser_reg  <= m_axis_tuser_int;
            m_axis_tdest_reg  <= m_axis_tdest_int;
            m_axis_tlast_reg  <= m_axis_tlast_int;
            m_axis_tvalid_reg <= m_axis_tvalid_int;
            m_error_reg       <= m_error_int;
        end
    end
    always @(posedge clk_in) begin
        if(rst_in) begin
            payload_reg <= {64{1'b0}};
            header_reg  <= {2{1'b0}};
            valid_reg   <= 1'b0;
        end
        else if(load_buf) begin
            payload_reg <= payload_in;
            header_reg  <= header_in;
            valid_reg   <= valid_in;
        end
    end
    always @(posedge clk_in) begin
        if(rst_in) begin
            pause_reg     <= 1'b0;
            unpause_reg   <= 1'b0;
            pause_src_reg <= {8{1'b0}};
        end
        else begin
            pause_reg     <= pause_int;
            unpause_reg   <= unpause_int;
            pause_src_reg <= pause_src_int;
        end
    end
    always @(posedge clk_in) begin
        if(rst_in) state <= START;
        else       state <= next_state;
    end
endmodule
```
**./constraint.sdc**
```tcl
current_design payload_decoder

set clk_period 8.2
set clk_io_pct 0.2

create_clock -name clk0 -period $clk_period [get_ports {clk_in}]

set non_clock_inputs [all_inputs -no_clocks]
set_input_delay [expr $clk_period * $clk_io_pct] -clock clk0 $non_clock_inputs
set_output_delay [expr $clk_period * $clk_io_pct] -clock clk0 [all_outputs]
```
==> results.json <==
{
  "wl_per_cell_um": 18.1,
  "final_cells": 1235,
  "mux_share_pct": 3.44,
  "fin_ws_ns": 3.93,
  "die_h_um": 155,
  "cts_max_level": 4,
  "yosys_warnings": 1,
  "yosysChipArea_sq_um": 6980,
  "finalCriticalPeriod_ns": 4.27,
  "path_clk_slew_ns": 0.06,
  "worstPathRequired_ns": 8.47,
  "rsz0062_at_grt": "no",
  "xor_share_pct": 0,
  "status": "finished clean",
  "fin_setup_tns_ns": 0,
  "grt_pass1_wl_um": 34800,
  "flop_cell": "dfxtp_1",
  "ys_seq_share_pct": 47.3,
  "cp.arrival_ns": 4.54,
  "comb_power_share_pct": 7.5,
  "max-vdd-ir-drop_mv": 0.0980,
  "grt_usage_pct": 19.1,
  "antenna_found_initial": 0,
  "cp_max_fo": 42,
  "async_flop_share_pct": 0,
  "power_density_nw_per_um2": 181,
  "synth.distinct_cells": 67,
  "final-max-slew-violation-count": 0,
  "place_ws_ns": 3.62,
  "cts_resized": 0,
  "period_used_pct": 52.1,
  "path_class": "primary input to register",
  "finalHoldViolCount": 0,
  "lay_top_count": "dfxtp_1",
  "postRouteAntennaNets": 0,
  "dp.cells": 1204,
  "clock_latency_ns": 0.42,
  "ys.flops": 165,
  "worst-slew-pin-transition_ns": 0.828,
  "netlist_area_sq_um": 6980,
  "fa_ha_area_share_pct": 0,
  "min_path_type": "register to register",
  "end_kind": "register",
  "globalRouteOverflowTotal": 0,
  "synth_area_per_cell_sq_um": 8.64,
  "top_logic_kind": "simple AND/OR/NAND/NOR gates",
  "vias": 6663,
  "netSwitchingFraction_pct": 24.8,
  "rrSetupSlack_ns": 5.40,
  "edf_count": 0,
  "diodes": 0,
  "ys_cells": 808,
  "cts_hold_buf": 0,
  "final_layout_size_suffix_gt1_share_pct": 6.63,
  "root_buffer": "clkbuf_16",
  "cts_buffers": 17,
  "p_int_uw": 1270,
  "syn2layout_area_growth_pct": 33.5,
  "rows": 55,
  "gp_congestion": 0.945,
  "maxCapViolCount": 0,
  "drc_errors": 0,
  "io_pins": 170,
  "drtIter0Drc": 539,
  "cts.sinks": 165,
  "grt_pass1_vias": 5979,
  "warning_count": 25,
  "via_per_inst": 5.40,
  "pwr-share-clk_pct": 43.1,
  "synth_cells": 808,
  "skew_ns": 0.00867,
  "setup_viol": 0,
  "io_buffers": 162,
  "p_seq_share_pct": 49.5,
  "critPathLaunchType": "primary input",
  "core_sq_um": 22700,
  "post_cts_buffers": 0,
  "p_leak_uw": 0.00320,
  "max_slew_margin_pct": 44.8,
  "clk_path_buf_depth": 2,
  "simple_gate_area_share_pct": 21.5,
  "hpwl_um": 15900,
  "ys_sh_aoi_pct": 21.4,
  "die_area_sq_um": 23900,
  "max_freq_mhz": 234,
  "grt_max_degree": 71,
  "wl_um": 22400,
  "most-common-layout-cells": "165 x dfxtp_1, 161 x clkdlybuf4s50_1, 101 x a21oi_1",
  "die_x_um": 155,
  "initCoreUtil_pct": 30.7,
  "drt_first_pass_iters": 7,
  "power.switching_uw": 419,
  "cts_tree": "yes"
}
-- final cells by class --
type	instances	area, sq um
clock inverter	12	95.1
clock buffer	19	443
timing repair buffer	176	1720
sequential	165	3300
multi-input combinational	548	3290
inverter	30	113
fill	2254	13400
tap	285	357
-- path summary, 6_finish.rpt --
check	start	to	depth (start not counted)
worst min-delay path	payload_reg[46]$_SDFFE_PP0P_	m_axis_tdest_reg[6]$_SDFFE_PP0P_	2
worst max-delay path	payload_in[62]	payload_reg[57]$_SDFFE_PP0P_	7
worst min register to register	payload_reg[46]$_SDFFE_PP0P_	m_axis_tdest_reg[6]$_SDFFE_PP0P_	2
worst max register to register	payload_reg[59]$_SDFFE_PP0P_	m_axis_tdata_reg[43]$_SDFF_PP0_	5
-- routing by layer --
layer  wire [um]  part of all wire, %  GRT usage, %  vias up
li1            -                    -             -     3208
met1       10100                   45          28.9     3199
met2       10700                   48          29.8      241
met3        1400                  6.2          3.48       15
met4         266                  1.2          2.03        0
met5           0                    0             0        -
-- logic make-up (layout without fill, tap and decap cells) --
kind of cell / after synthesis / in the layout
compound gates: 243 / 243
simple gates: 274 / 274
flops: 165 / 165
buf+inv: 101 / 237
other cells: 1 / 7
mux: 24 / 24
-- metrics by stage --
stage	hold WS, ns	total power (uW)	utilization [%]	cell area, sq um
after global placement	0.445	979	38.7	8790
after CTS	0.449	1710	41.1	9330
after detailed placement	0.450	979	38.7	8790
after global routing	0.478	1760	41.1	9330
after floorplan	0.420	914	-	7010
final	0.452	1690	41.1	9330
-- critical path, stage by stage --
cell and delay (ns):
clkdlybuf4s50_1 0.70, nand4_1 0.20, o31ai_1 0.71, o2111ai_4 0.46, buf_4 0.42, o21ai_0 0.28, a21oi_1 0.10
-- synthesized netlist by cell type, types with 3 or more instances --
| library cell | count | share of area (%) |
|---|---|---|
| a21oi_1 | 101 | 7.2 |
| a22o_1 | 8 | 1.0 |
| a31oi_1 | 4 | 0.36 |
| and2_1 | 9 | 0.81 |
| and3_1 | 9 | 0.81 |
| and4_1 | 4 | 0.50 |
| and4bb_1 | 7 | 1.3 |
| and4bb_2 | 5 | 0.90 |
| buf_2 | 11 | 0.79 |
| buf_4 | 9 | 0.97 |
| clkbuf_1 | 46 | 2.5 |
| dfxtp_1 | 165 | 47 |
| inv_1 | 30 | 1.6 |
| mux2i_1 | 24 | 3.4 |
| nand2_1 | 83 | 4.5 |
| nand3_1 | 81 | 5.8 |
| nand4_1 | 23 | 2.1 |
| nor2_1 | 9 | 0.48 |
| nor2b_1 | 3 | 0.27 |
| nor3_1 | 13 | 0.93 |
| nor3b_1 | 3 | 0.32 |
| nor4_1 | 8 | 0.72 |
| o2111ai_1 | 5 | 0.63 |
| o211ai_1 | 4 | 0.43 |
| o21ai_0 | 55 | 3.9 |
| o21ai_1 | 14 | 1.0 |
| o22ai_1 | 8 | 0.72 |
| o32ai_1 | 16 | 2.0 |
-- power groups by stage --
| stage | sequential, uW | combinational [uW] | clock, uW |
|---|---|---|---|
| CTS | 836 | 125 | 744 |
| finish | 837 | 126 | 729 |
| global route | 839 | 138 | 779 |
Power figures rest on the tool's default switching activity, not on a simulated workload.
