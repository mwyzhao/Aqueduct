## flow/run.sh

```bash
#!/bin/bash
# OpenROAD 26Q1-2900-gdf79404cd8, Yosys 0.63+post, stock flow scripts
make -C /OpenROAD-flow-scripts/flow DESIGN_CONFIG=/design/flow/config.mk WORK_HOME=/design/flow/orfs finish
```

## flow/config.mk

```make
export PLATFORM = sky130hd
export DESIGN_NAME = pause_manager
export DESIGN_NICKNAME = pause_manager
export VERILOG_FILES = /design/flow/design.v
export SDC_FILE = /design/flow/constraint.sdc
export NUM_CORES = 4
export LEC_CHECK = 1
export CORE_AREA = 10 10 70 70
export DIE_AREA = 0 0 80 80
```

## flow/constraint.sdc

```tcl
current_design pause_manager

set clk_period 1.5
set clk_io_pct 0.2

create_clock -name clk0 -period $clk_period [get_ports {clk_in}]

set non_clock_inputs [all_inputs -no_clocks]
set_input_delay [expr $clk_period * $clk_io_pct] -clock clk0 $non_clock_inputs
set_output_delay [expr $clk_period * $clk_io_pct] -clock clk0 [all_outputs]
```

## flow/design.v

```verilog
module pause_manager(
    input      clk_in,
    input      rst_in,
    input      pause_0_in,
    input      unpause_0_in,
    input      pause_unpause_0_in,
    output     inject_pause_out
);
    reg  pause_0_reg;
    reg  unpause_0_reg;
    wire set_pause_0;
    wire reset_pause_0;
    reg  pause_unpause_0_gen;
    reg  pause_unpause_0_reg;
    assign set_pause_0   = !pause_0_reg && pause_0_in;
    assign reset_pause_0 = !unpause_0_reg && unpause_0_in;
    always @(posedge clk_in) begin
        if(rst_in) begin
            pause_unpause_0_gen <= 1'b0;
        end
        else begin
            pause_0_reg   <= pause_0_in;
            unpause_0_reg <= unpause_0_in;
            case({set_pause_0,reset_pause_0})
                2'b00: pause_unpause_0_gen <= pause_unpause_0_gen;
                2'b01: pause_unpause_0_gen <= 1'b0;
                2'b10: pause_unpause_0_gen <= 1'b1;
                2'b11: pause_unpause_0_gen <= pause_unpause_0_gen;
            endcase
            pause_unpause_0_reg <= pause_unpause_0_in;
        end
    end
    assign inject_pause_out = pause_unpause_0_gen ||
                              pause_unpause_0_reg;
endmodule
```

==> out/qor.yml <==
run_status:
  run_status: "finished, final reports clean"
critical_path:
  arrival_ps: 1040
  cp-start-kind: "register"
  cp_max_fo: 1
  r2r_start: "unpause_0_reg$_DFFE_PN_"
  cp.required_ps: 1200
  r2r_cells: 4
  critPathCaptureType: "output port"
  r2r_end: "pause_unpause_0_gen$_SDFFE_PP0N_"
  path_class: "reg -> out"
  rrSetupSlack_ps: 360
logic_synthesis:
  synth_cell_types: 9
  ys_cells: 11
  avgSynthCellArea_um2: 14.4
  top_area_frac: 0.567
  ys_seq_frac: 0.693
  yosysTopAreaCell: "edfxtp_1"
  yosysWarnings: 1
  synthCells: 11
  ys_ff: 4
  ys_area_um2: 159
  topCellsByArea: "edfxtp_1, dfxtp_1, ha_1, mux2i_1, nand2b_1"
  synthesis.area_um2: 159
cts:
  root_buffer: "clkbuf_4"
  post-cts-setup-buffer-count: 0
  cts-htree-levels: 1
  cts.path.max_buffers: 2
  cts_sinks: 4
  cts-buffers-inserted: 3
  path_clk_slew_ps: 40
  cts_tree: "built"
  clk_latency_ps: 240
grt:
  globalRouteOverflowTotal: 0
  grt_antenna_before_repair: 1
  grt_pass1_vias: 128
  grt_pass1_wl_um: 655
  grt_max_degree: 4
  gr-usage-all-layers: 0.0151
drt:
  drt_iter0_drc: 5
  first_pass_iters: 2
  drc_errors: 0
  viasPerCell: 1.57
  vias: 105
  drt-total-wl_um: 386
  wl_per_cell_um: 5.76
  final_antenna_net_count: 0
die:
  initCoreUtil: 0.0465
  rows: 21
  core_area_mm2: 0.00342
  fp.dieW_um: 80
  chipArea_mm2: 0.00640
  die_h_um: 80
  io-pin-count: 6
timing:
  fin_crit_ps: 1340
  period_used_share: 0.895
  clock_skew_ps: 5.41
  max_freq_mhz: 745
  grt_setup_unrepaired: "false"
  hold_violations: 0
  drv_slew: 0
  setup_ws_ps: 157
  setup_viol: 0
  slew_headroom: 0.898
  tightestPinTransition_ps: 148
  tns_ps: 0
min_path:
  min_to: "pause_unpause_0_gen$_SDFFE_PP0N_"
  min-delay-start: "pause_unpause_0_gen$_SDFFE_PP0N_"
  min_path_type: "reg -> reg"
  whs_path_depth: 2
placed_design:
  dp.cells: 62
  place_ws_ps: -3.33
  gp_congestion: 0.635
  portBuffers: 5
cells_and_area:
  final_core_util: 0.0861
  drive_gt1_frac: 0.150
  final-instance-count-excl-fill: 67
  syn_to_final_growth_pct: 85.0
pwr:
  power_density_mw_per_mm2: 1040
  peakVddDrop_mv: 0.196
  power_leakage_nw: 0.102
flow_run:
  drv_cap: 0
  warnings: 25
logic make-up after synthesis:
kind of cell / Yosys count / synth area share
simple gates: 4 / 0.142
flops: 4 / 0.693
buf+inv: 1 / 0.0236
mux: 1 / 0.0630
fa+ha+maj: 1 / 0.0787
through the flow:
step | cell area [µm²] | power, mW | hold slack (ps)
2_1_floorplan | 159 | 0.142 | 372
4_1_cts | 292 | 0.315 | 515
3_5_place_dp | 267 | 0.161 | 506
3_3_place_gp | 267 | 0.159 | 469
5_1_grt | 294 | 0.331 | 572
6_report | 294 | 0.306 | 511
Yosys cell counts, drive strengths merged:
cell	count
dfxtp	1
edfxtp	3
ha	1
inv	1
mux2i	1
nand2b	1
nor2	1
nor2b	1
or2	1
cell type report:
class | instances | area [µm²]
diodes | 1 | 2.50
clock buffers | 4 | 26.3
multi-input cells | 6 | 45.0
repair buffers | 5 | 48.8
fillers | 404 | 3120
well taps | 46 | 57.6
inverters | 1 | 3.75
flip-flops and latches | 4 | 110
worst max-delay path by stage:
stage	start	slack [ps]	to
CTS	pause_unpause_0_reg$_DFFE_PN_	140	inject_pause_out
global route	pause_unpause_0_reg$_DFFE_PN_	90	inject_pause_out
finish	pause_unpause_0_reg$_DFFE_PN_	160	inject_pause_out
cell usage in the layout, fill, tap and decap left out, drive strengths merged:
master,count
or2,1
nand2b,1
ha,1
inv,1
mux2i,1
dlygate4sd2,1
clkdlybuf4s50,4
edfxtp,3
dfxtp,1
nor2,1
diode,1
clkbuf,4
nor2b,1
report_power, final:
part	leakage (nW)	internal, mW	switching (mW)
combinational	0.0496	0.0183	0.00893
clock	0.0150	0.100	0.0482
sequential	0.0375	0.128	0.00195
total	0.102	0.246	0.0591
critical path, stage by stage, from the launching register on:
cell and delay, ps:
edfxtp_1 350, or2_1 210, dlygate4sd2_1 240
routing by layer:
metal	vias to the layer above	track usage	share of wire
met5	-	0	0
met4	0	0.00352	0
met3	0	0.0318	0.34
met2	8	0.0128	0.19
met1	40	0.0127	0.47
li1	57	-	-
timing repair:
| item | CTS | global route |
|---|---|---|
| endpoints found under the hold margin | 0 | 0 |
| hold buffers | 0 | 0 |
| resized | 1 | 0 |
| endpoints found under the setup margin | 1 | 0 |
Power is estimated from default activity; no workload was simulated.
